===== flow/run.sh =====
#!/bin/bash
# OpenROAD 26Q1-2900-gdf79404cd8, Yosys 0.63+post, stock flow scripts
make -C /OpenROAD-flow-scripts/flow DESIGN_CONFIG=/design/flow/config.mk WORK_HOME=/design/flow/orfs finish

===== flow/config.mk =====
export PLATFORM = sky130hd
export DESIGN_NAME = find_length
export DESIGN_NICKNAME = find_length
export VERILOG_FILES = /design/flow/design.v
export SDC_FILE = /design/flow/constraint.sdc
export NUM_CORES = 4
export LEC_CHECK = 1
export CORE_AREA = 10 10 245 245
export DIE_AREA = 0 0 255 255
export SYNTH_HDL_FRONTEND = slang

===== flow/constraint.sdc =====
current_design find_length

set clk_period 46.9
set clk_io_pct 0.2

create_clock -name clk0 -period $clk_period

set non_clock_inputs [all_inputs -no_clocks]
set_input_delay [expr $clk_period * $clk_io_pct] -clock clk0 $non_clock_inputs
set_output_delay [expr $clk_period * $clk_io_pct] -clock clk0 [all_outputs]

===== flow/design.v =====
`timescale 1ns / 1ps
module find_length(
input logic [127:0][3:0] mess,
input [3:0] last_word,
output int unsigned  size
 );
function int  find_length(input logic [127:0][3:0] m_input,input [3:0] lst_word);
    for (int i = 0; i <128; i++) begin
        if (m_input[i] == lst_word) begin
            return (i*4)+4;   
        end
    end
    return 0;   
endfunction
always_comb begin
size=find_length(mess,last_word);
end
endmodule

==> impl_metrics.toml <==
# generated from flow reports
[setup_path]
crit_fanout = 58
worstPathRequired_ns = 37.52
endpoint_kind = "output pin"
critPathLaunchType = "input pin"
arrival_ns = 14.53
crit_type = "input pin to output pin"
timing.critical_path.from = "last_word[2]"

[job]
warnings = 32
cap_violations = 0

[drt]
ant_nets = 0
finalWirelength_um = 52810
firstDrtPassIters = 5
drt_iter0_drc = 463
wire_per_inst_um = 21.96
drt-vias-per-instance = 4.476
highest_layer = "met5"
vias = 10770
wl_met3_um = 4725
routed-wl-met2_um = 24440
post-route-drc-count = 0
drt-met1-wl_um = 22640

[timing]
setup_viol = 0
post-route-min-period_ns = 23.91
max_slew_margin = 0.4277
worst_pin_slew_ns = 0.8513
worst_slack_ns = 22.99
fin_crit_sh = 0.5098
hold_slack_ns = 20.28
hold_violations = 0
final-max-slew-violation-count = 0
rsz0062_at_grt = "no"
max_freq_mhz = 41.82
timing.setup.tns_ns = 0

[placement]
placed_cell_area_mm2 = 0.01473
dp_hpwl_um = 46390
place_congestion = 1.004
pre_cts_ws_ns = 22.91
port_buffers = 524

[grt]
grt_overflow = 0
antenna_found_initial = 9
grt_pass1_vias = 11440
grt_pass1_wl_um = 74590
grt_max_degree = 59
grt_use_total = 0.1562

[logic_synthesis]
synthDistinctLibCells = 63
avgSynthCellArea_um2 = 7.736
ys_seq_frac = 0
synth-xor-area-share = 0.4779
simple_gate_area_frac = 0.2801
muxShareOfSynthArea = 0
logic_family = "XOR/XNOR gates"
yosysWarnings = 0
yosys.area_share.adder = 0
yosysCellCount = 1213
syn-cell-area_mm2 = 0.009384
ys_chip_area_mm2 = 0.009384
aoi_share = 0.1299
synthCells = 1213

[die]
die_area_mm2 = 0.06503
coreArea_mm2 = 0.05488
std_cell_rows = 86
fp-utilization = 0.1710
die_h_um = 255
design.portCount = 548
die_x_um = 255

[clock_tree]
cts_hold_buf = 0
cts_setup_buffers = 0
post_cts_resized = 0

[final_layout]
areaGrowthSynthToFinish_pct = 57.04
clock_buffers = 0
fin_area_mm2 = 0.01474
seqCellArea_um2 = 0
ff_count = 0
drive_above_1_share = 0.03418

[worst_hold_path]
hold_path.class = "input pin to output pin"
worstHoldStart = "mess[6]"

[power]
pwr_density_cell_mw_per_mm2 = 13.27
ir_worst_vdd_mv = 0.006619
p_leak_nw = 5.112

[status]
status = "finished clean"
-- cell families after synthesis --
logic type,count (synthesis)
AND-OR/OR-AND,179
buffers and inverters,88
XOR/XNOR,512
AND/OR/NAND/NOR,433
other,1
-- final timing paths --
path                  end  slack [ns]  cells past startpoint
setup / recovery  size[4]       22.99                     13
hold / removal    size[2]       20.28                      6
-- cells in the mapped netlist (9+ instances only) --
master / instances / share of area
xnor2_1: 412 / 0.38
nand4_1: 115 / 0.077
xor2_1: 100 / 0.093
nand2_1: 83 / 0.033
nor2_1: 52 / 0.021
a21oi_1: 39 / 0.021
o21ai_0: 38 / 0.020
buf_4: 26 / 0.021
nand3_1: 24 / 0.013
and4_1: 20 / 0.019
buf_8: 20 / 0.032
buf_6: 18 / 0.022
nand2b_1: 18 / 0.012
nor3_1: 17 / 0.0091
buf_12: 16 / 0.034
nor4_1: 16 / 0.011
a21boi_0: 14 / 0.011
nor2b_1: 13 / 0.0087
nor4_2: 13 / 0.017
o211ai_1: 10 / 0.0080
and2_1: 9 / 0.0060
-- cells in the final DEF, fill, tap and decap left out, types with 4 or more instances in the layout --
cell type        count
xnor2_1            412
a21boi_0            14
o31ai_1              7
nand3b_1             5
nor2b_1             13
o21bai_1             5
clkbuf_8             4
nor4_1              16
nor4_2              13
clkdlybuf4s50_1    520
nand2_1             83
o21ai_0             38
o2111ai_1            8
xor2_1             100
o211ai_1            10
conb_1              24
and4_1              20
nand4b_1             5
or3_1                5
inv_1                8
o221ai_1             4
a21o_1               7
nor4_4               5
buf_4               17
and2_1               9
a31oi_1              6
o21a_1               4
diode_2              4
and3_1               6
o21ai_1              5
nand2b_1            18
nand3_1             24
a211oi_1             8
nand4_1            115
a311oi_1             4
a21oi_1             39
nor2_1              52
nor3_1              17
-- stage by stage --
step                      total power (W)  utilization  std cells
final                           0.0001955       0.2685       2405
after global routing            0.0002122       0.2684       2402
after CTS                       0.0001976       0.2684       2401
after detailed placement        0.0001962       0.2684       2401
after global placement          0.0001962       0.2682       2401
after floorplan                 0.0001134            -       1236
-- cell type report --
cell class                 instances  area (um^2)
fill                            5888        40140
multi-input combinational       1148         8428
timing repair buffer             541         5388
tap                              704        880.8
inverter                           8        30.03
antenna                            4        10.01
-- worst max-delay path, cell delays in order --
cell             delay (ns)
clkbuf_8               0.50
buf_4                  0.59
buf_4                  0.67
xor2_1                 0.17
nor4_2                 0.58
nand2b_1               0.22
nor2_1                 0.13
nor2_1                 0.12
o221ai_1               0.13
a311oi_1               0.42
o21ai_1                0.17
a2111oi_2              0.63
clkdlybuf4s50_1        0.67
-- where the power goes --
part / switching [W] / total [W] / leakage, nW / internal (W)
Combinational: 0.0000972 / 0.000196 / 5.11 / 0.0000984
Sequential: 0 / 0 / 0 / 0
Clock: 0 / 0.0000000000126 / 0.0000280 / 0.0000000000125
-- per-layer routing --
metal  track usage  up-vias
li1              -     5244
met4       0.02499       10
met1        0.2002     4989
met5             0        -
met3       0.04767       51
met2        0.2583      471
Power is estimated from default activity; no workload was simulated.
